==> design.v <==
`timescale 1ns / 1ps
module D_FF #(parameter BW = 9,
								No_SOS = 4)
				 (input signed [BW-1:0]in,
				  input CLK,RESET,
				  output reg signed [BW-1:0] q_out);
	reg [BW-1:0] reg_in [ 0:No_SOS-1];
	integer i;
	wire [3:0] stage_no;
	reg [3:0] val;
	always @(posedge CLK) begin
			if (~RESET) begin
				val<=0;
			end
			else begin
				if(stage_no==No_SOS)
					val <= 0;
				else
					val <= stage_no;
			end	
		end
	assign stage_no = val+1;
	always @(posedge CLK ) begin
		if (~RESET) begin
			for(i = 0; i < No_SOS; i = i+1) begin
				reg_in[i] <= 0;
			end	
		end
		else begin
				reg_in[val] <= in;
		end		
	end
		always @(stage_no) begin
			if(~RESET) begin
				q_out = 0;
			end
			else begin
				q_out = reg_in[val];
			end
		end	
endmodule 
==> run.sh <==
#!/bin/bash
# OpenROAD 26Q1-2900-gdf79404cd8, Yosys 0.63+post, stock flow scripts
make -C /OpenROAD-flow-scripts/flow DESIGN_CONFIG=/design/flow/config.mk WORK_HOME=/design/flow/orfs finish
==> config.mk <==
export PLATFORM = sky130hd
export DESIGN_NAME = D_FF
export DESIGN_NICKNAME = D_FF
export VERILOG_FILES = /design/flow/design.v
export SDC_FILE = /design/flow/constraint.sdc
export NUM_CORES = 4
export LEC_CHECK = 1
export CORE_AREA = 10 10 110 110
export DIE_AREA = 0 0 120 120
==> constraint.sdc <==
current_design D_FF

set clk_period 2.0
set clk_io_pct 0.2

create_clock -name clk0 -period $clk_period [get_ports {CLK}]

set non_clock_inputs [all_inputs -no_clocks]
set_input_delay [expr $clk_period * $clk_io_pct] -clock clk0 $non_clock_inputs
set_output_delay [expr $clk_period * $clk_io_pct] -clock clk0 [all_outputs]
==> design notes <==
Count of vias placed by the detailed router: 1086. The run gives 0 for the count of endpoints failing setup in the final report. The setup path with the least slack is of type reg2out. The tools report the achievable clock frequency as 0.5178 GHz. Per Yosys stat, the portion of area used by sequential elements is 62.41%. The run gives 36 as the number of placement rows. The worst setup path is captured at an output port. Synthesis produced 135 cells. The time the final worst path needs with I/O delays and setup came out at 1.931 ns.

The run gives 1 as the count of synthesis-stage warnings from yosys. The post-synthesis instance area came out at 1861 µm². The run gives 3873 µm for the final wirelength. Measured on the finished design, the core utilization comes to 25.83%.

Per the OpenROAD floorplan log, the area of the core is 9774 µm². The detail route stage leaves a number of antenna-violating nets equal to 0. Post-synth the commonest register cell is edfxtp_1. In the Yosys report the total cell count is 135. The final antenna diode tally reported by the flow is 0. The congestion estimate from routability-driven global placement came to 0.7999. Hold analysis shows the worst path with a depth of 2. The run gives 0.48 ns for the maximum single-stage delay on the critical path. Post-synthesis, Yosys gives the total cell area as 1861 µm². The total buffers and inverters traversed by the critical path was 2; the stage-log warning count was 25.

The synthesis stat section lists a flop and latch total of 40. The first-pass GRT wire length is 6023 µm. The proportion of register bits with asynchronous set or reset after synthesis came out at 0%. The floorplan step set the die width to 120 µm.

Across all hold checks on the routed design, the worst slack comes to 0.5026 ns. The run gives 5 for the clock buffer count from CTS. Per the detailed placement report, the placed cell area equals 2293 µm². At the later pin of the worst-skew pair, clock insertion delay measures 0.29 ns. The die extent in y is 120 µm.

The total routing usage reported by global routing came out at 5.322%. For the starting density of the core, the log shows 19.03%. STA classifies the critical path startpoint as a flop. The run gives 1.028 nW for the leakage component of the power. Counting endpoints that fail hold in the final report gives 0. For the via count of the first global-routing pass, the log shows 1137. The number of cells on the worst reg-to-reg path is 5.

Setup repair after global routing left no endpoint under its margin. The critical path goes through buf_8 > mux2i_1 > o22ai_1 > clkdlybuf4s50_1. The chip occupies 14400 µm². The layout-stage area growth over the synthesis result is 35.71%, and the clock sink total is 40.

At the worst endpoint, the required time is 1.60 ns. The slowest stage of the critical path is the clkdlybuf4s50_1 cell. Summed over all layers, the global routing overflow is 0. The worst slew margin relative to its limit is 69.53%, and the count of different cell masters after synthesis is 19. Per the detail_route report, DRC violations left total 0. The tree is rooted in a clkbuf_8. The count of library flops with an enable pin was 36; the total power per unit cell area was 755.5 nW/µm². The routed design shows a wire length per standard cell of 12.53 µm.

After layout, the worst path uses 96.56% of the clock period. CTS reports a maximum clock tree buffer depth of 2. According to the dpl log, the detail-placed design has an HPWL of 2687 µm. In this run, post-CTS hold repair placed 0 buffers.

IR analysis of the VDD net gives a maximum drop of 0.2342 mV. The flow ran to the end, and the final reports show no timing, DRC or antenna violations. The detailed-router iteration count before antenna repair is 4.

The most critical min-delay path falls under reg2reg. For this design the top-level I/O count stands at 20. In the final layout, the share of cells above drive strength 1 is 25.57%.

The slew at the pin closest to its max-slew limit was 0.4560 ns; the number of port buffers was 19. For the deepest level of the CTS H-tree, the log shows 2. The run gives 75 as the number of DRC markers in iteration 0.

Per the post-synthesis stats, the area per cell is 13.78 µm². The layout stage reports a final design area of 2525 µm². The run gives 0 for the number of max-cap violations. TritonCTS built the clock tree.

Per the OpenROAD timing report, the critical path contains 4 cells. For the power after layout, the log shows 0.001908 W. The run gives 0 for the initial antenna violation count.

The number of pins with negative max-slew slack in the final report is 0. Across the routed clock network, the largest skew measured is 0.006378 ns. The clock input transition at the sequential cells of the worst setup and hold paths was 0.07 ns. The routed design shows a via density per instance of 3.515. The OpenROAD report gives the critical path a data arrival time of 1.53 ns.

The category of cells accounting for the largest share of critical-path delay is buffers and inverters. The critical path maximum fanout is 6. Entering global routing, the biggest net connects 19 pins.
## power by group
part,internal [W],switching [W]
logic,0.000217,0.000165
registers,0.00100,0.0000278
clock network,0.000236,0.000262
## flip-flops by register name, indices dropped and copies added (netlist names)
name,flops
reg_in,36
val,4
## layer usage
| metal | global-route usage [%] | wire [µm] |
|---|---|---|
| met1 | 6.487 | 1662 |
| met2 | 8.906 | 1892 |
| met3 | 2.094 | 249 |
| met4 | 0.9050 | 69 |
| met5 | 0 | 0 |
## final cells by class
type | count | area, µm²
fillers | 1001 | 7249
flip-flops and latches | 40 | 1165
multi-input cells | 86 | 694.4
repair buffers | 42 | 416.7
well taps | 133 | 166.4
clock buffers | 5 | 68.82
clock inverters | 3 | 13.76
## cells by family (layout without fill, tap and decap cells)
family	count (synthesis)	in the layout	synth area share (%)
and+or+nand+nor	53	53	17.96
AOI/OAI and AO/OA	13	13	4.236
adders and majority gates	1	1	0.6724
muxes	19	19	10.22
buffers and inverters	9	50	4.505
DFF	40	40	62.41
## through the flow
stage	setup slack [ns]	TNS (ns)	std cells
after CTS	0.003416	0	305
final	0.06880	0	309
after floorplan	0.3413	0	135
after global routing	0.004642	0	309
after detailed placement	-0.3194	-2.583	296
after global placement	-0.2898	-2.328	296
## final timing paths
check / startpoint / end / slack [ns]
max: val[0] / q_out[3] / 0.07
min: val[3] / val[3] / 0.50
max reg2reg: val[0] / reg_in[2][6] / 0.52
min reg2reg: val[3] / val[3] / 0.50
## worst reg2reg max path: cells and delay by family (launching register included)
kind                   cells  cell delay (ns)
buffers and inverters      3             0.47
flip-flops                 1             0.37
AND/OR/NAND/NOR            2             0.36
## synthesized netlist by cell type, types with 2 or more instances
library cell	n	area share [%]
and2_1	36	12
edfxtp_1	36	58
mux2i_1	19	10
o22ai_1	9	3.0
nand2b_1	6	2.0
buf_6	5	3.0
nand2_1	5	1.0
dfxtp_1	4	4.3
buf_4	3	1.2
a21oi_1	2	0.54
and3b_1	2	0.94
## placed cells by master (no fill, tap or decap), drive strengths merged, types with 4 or more instances in the layout
master         instances
and2                  36
edfxtp                36
buf                   23
mux2i                 19
clkdlybuf4s50         10
o22ai                  9
dlymetal6s2s           6
nand2b                 6
clkbuf                 6
nand2                  5
dfxtp                  4
## repair_timing
item / 4_1_cts / 5_1_grt
buffers inserted: 1 / 3
endpoints found under the setup margin: 9 / 7
cloned: 0 / 1
pin swaps: 1 / 1
gates resized: 10 / 20
Power and IR drop assume default switching activity.
